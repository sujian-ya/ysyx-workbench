==> /design/flow/design.v <==
module ALU (
    input [3:0] A,
    input [3:0] B,
    input [2:0] F,
    output reg [3:0] Out,
    output reg Zero,
    output reg Overflow,
    output reg Carry
);
    always @(*) begin
        case (F)
            3'b000: begin  
                {Carry, Out} = A + B;
                Overflow = (A[3] == B[3]) && (Out[3] != A[3]);
            end
            3'b001: begin  
                {Carry, Out} = A - B;
                Overflow = (A[3] != B[3]) && (Out[3] != A[3]);
            end
            3'b010: begin  
                Out = ~A;
                Carry = 0;
                Overflow = 0;
            end
            3'b011: begin  
                Out = A & B;
                Carry = 0;
                Overflow = 0;
            end
            3'b100: begin  
                Out = A | B;
                Carry = 0;
                Overflow = 0;
            end
            3'b101: begin  
                Out = A ^ B;
                Carry = 0;
                Overflow = 0;
            end
            3'b110: begin  
								if (A[3] == B[3]) begin
									if (A > B) Out = 4'b0000;
									else Out = 4'b0001;
								end
								else if (A[3] == 1 && B[3] == 0) Out = 4'b0001;
								else Out = 4'b0000;
                Carry = 0;
                Overflow = 0;
            end
            3'b111: begin  
                Out = (A == B) ? 4'b0001 : 4'b0000;
                Carry = 0;
                Overflow = 0;
            end
            default: begin
                Out = 4'b0000;
                Carry = 0;
                Overflow = 0;
            end
        endcase
        Zero = (Out == 4'b0000);
    end
endmodule
==> /design/flow/run.sh <==
#!/bin/bash
# OpenROAD 26Q1-2900-gdf79404cd8, Yosys 0.63+post, stock flow scripts
make -C /OpenROAD-flow-scripts/flow DESIGN_CONFIG=/design/flow/config.mk WORK_HOME=/design/flow/orfs finish
==> /design/flow/config.mk <==
export PLATFORM = sky130hd
export DESIGN_NAME = ALU
export DESIGN_NICKNAME = ALU
export VERILOG_FILES = /design/flow/design.v
export SDC_FILE = /design/flow/constraint.sdc
export NUM_CORES = 4
export LEC_CHECK = 1
export CORE_AREA = 10 10 70 70
export DIE_AREA = 0 0 80 80
==> /design/flow/constraint.sdc <==
current_design ALU

set clk_period 4.3
set clk_io_pct 0.2

create_clock -name clk0 -period $clk_period

set non_clock_inputs [all_inputs -no_clocks]
set_input_delay [expr $clk_period * $clk_io_pct] -clock clk0 $non_clock_inputs
set_output_delay [expr $clk_period * $clk_io_pct] -clock clk0 [all_outputs]
==> flow_summary.json <==
{
  "hold_violations": 0,
  "dpl_worst_slack_ns": -0.0431,
  "synth_seq_share_pct": 0,
  "globalplace.congestion": 0.839,
  "max_freq_mhz": 242,
  "cts_post_setup_buffers_inserted": 0,
  "drc": 0,
  "path_class": "input pin to output pin",
  "tool_warnings": 40,
  "nFlopsAndLatches": 0,
  "timing.hold.ws_ns": 2.73,
  "power_density_nw_per_um2": 114,
  "worstSetupStartpointType": "input pin",
  "cpMostUsedCell": "clkdlybuf4s50_1",
  "vdd_drop_max_mv": 0.0462,
  "grt-ovfl-total": 0,
  "viasPerCell": 4.29,
  "area_leaders": "ha_1, inv_1, fa_1, xnor2_1, nor2_1",
  "num_io_pins": 18,
  "io_buffers": 18,
  "fin_util_pct": 30.8,
  "dieHeight_um": 80,
  "post_drt_wl_per_cell_um": 10.7,
  "tightest_slew_ns": 0.294,
  "required_ns": 3.44,
  "syn_inst": 89,
  "fp-utilization_pct": 19.7,
  "top_cells_by_count": "ha_1, inv_1, nor2_1, a21oi_1",
  "hold_path.class": "input pin to output pin",
  "drv_slew": 0,
  "cp_max_fo": 3,
  "num_vias": 720,
  "rsz0062_at_grt": "false",
  "fin_crit_sh_pct": 96.0,
  "fp.dieW_um": 80,
  "grt_pass1_vias": 679,
  "endpoint_kind": "output pin",
  "grt_usage_pct": 5.37,
  "p_leak_nw": 0.475,
  "core_region_area_um2": 3420,
  "nClkBuffers": 0,
  "diodes": 0,
  "die_area_um2": 6400,
  "yosys.area.top_type": "ha_1",
  "cap_violations": 0,
  "drtIter0Drc": 18,
  "synth_area_per_cell_um2": 7.58,
  "rows": 21,
  "hold_buffers": 0,
  "regArea_um2": 0,
  "status": "finished, final reports clean",
  "dp_hpwl_mm": 1.60,
  "dr.pass1.iters": 4,
  "final_cell_count_no_fill": 168,
  "synth_top_area_share_pct": 22.3,
  "drive_above_1_share_pct": 28.7,
  "synth_area_um2": 674,
  "critPathSlowestCell": "clkdlybuf4s50_1",
  "ys_warn_count": 1,
  "worstPathArrival_ns": 3.27,
  "ys_cells": 89,
  "synth_chip_area_um2": 674,
  "syn2layout_area_growth_pct": 56.2,
  "dp_cells": 168,
  "antenna_left": 0,
  "slew_headroom_pct": 80.3,
  "grt_pass1_wl_mm": 2.93,
  "timing.final.crit_period_ns": 4.13,
  "setup_slack_ns": 0.173,
  "crit_chain": "clkdlybuf4s50_1 -> ha_2 -> inv_1 -> fa_1 -> buf_4 -> o21bai_2 -> a211oi_1 -> a2111oi_2 -> clkdlybuf4s50_1",
  "grt_antenna_before_repair": 0,
  "setup_tns_ns": 0,
  "drt-total-wl_mm": 1.79,
  "setup_viol": 0,
  "ys_types": 36,
  "grt_max_degree": 18,
  "critPathMaxStageDelay_ns": 0.52
}
## path summary, 6_finish.rpt
kind | startpoint | slack [ns] | end | cells after the start
max | A[0] | 0.17 | Carry | 9
min | B[0] | 2.73 | Zero | 7
## placed cells by master, fill, tap and decap left out, types with 2 or more instances in the layout
master           netlist  final
fa_1                   2      2
mux2i_1                3      3
a31oi_1                2      2
or3_1                  2      2
buf_4                  2     20
xnor2_1                4      4
inv_1                 12     10
inv_2                  0      2
a211oi_1               3      3
clkdlybuf4s50_1        0     16
ha_1                  12     10
nor3_1                 3      3
nor3b_1                2      2
nand2_1                4      4
a21oi_1                6      6
nor2_1                 9      9
## per-stage QoR
| step | power [mW] | cell area, um2 |
|---|---|---|
| final | 0.120 | 1050 |
| after global routing | 0.133 | 1050 |
| after CTS | 0.119 | 1020 |
| after detailed placement | 0.119 | 1020 |
| after global placement | 0.119 | 1020 |
| after floorplan | 0.0616 | 674 |
## worst max-delay path: cells and delay by family
family / cells / cell delay, ns
buffers and inverters: 4 / 1.23
adder cells (fa/ha/maj): 2 / 0.57
AND-OR/OR-AND: 3 / 0.61
## layer usage
| layer | part of all wire (%) | up-vias | wire length, um | global-route usage (%) |
|---|---|---|---|---|
| met5 | 0 | - | 0 | 0 |
| li1 | - | 384 | - | - |
| met2 | 42 | 17 | 761 | 8.43 |
| met3 | 6.1 | 2 | 110 | 0.795 |
| met1 | 50 | 317 | 895 | 7.65 |
| met4 | 1.6 | 0 | 28 | 0.880 |
## area by class of cell
cell class                      instances  area [um2]
Tap cell                               46        57.6
Inverter                               12        45.0
Timing Repair Buffer                   38         332
Multi-Input combinational cell         72         619
Fill cell                             382        2360
## what timing repair did
action / in CTS / in global routing
pin swaps: 0 / 2
gates resized: 2 / 8
setup endpoints to repair: 2 / 3
## cells by family after synthesis
family,count (synthesis),synth area share [%]
XOR/XNOR,4,5.19
AND/OR/NAND/NOR,28,23.9
multiplexers,3,4.45
buffers and inverters,17,12.4
AND-OR/OR-AND,23,25.8
adder cells (fa/ha/maj),14,28.2
## power breakdown
part	leakage, nW	internal [mW]	switching [mW]
combinational	0.475	0.0698	0.0507
clock	0	0	0
sequential	0	0	0
No activity file was given, so power comes from the tool's default toggle rates.
