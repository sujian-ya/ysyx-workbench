==> flow/design.v <==
module waterfall_light(
  input clk,
  input rst,
  output reg [15:0] led
);
  reg [31:0] count;
  always @(posedge clk) begin
    if (rst) begin led <= 1; count <= 0; end
    else begin
      if (count == 0) led <= {led[14:0], led[15]};
      count <= (count >= 5000000 ? 32'b0 : count + 1);
    end
  end
endmodule
==> flow/run.sh <==
#!/bin/bash
# OpenROAD 26Q1-2900-gdf79404cd8, Yosys 0.63+post, stock flow scripts
make -C /OpenROAD-flow-scripts/flow DESIGN_CONFIG=/design/flow/config.mk WORK_HOME=/design/flow/orfs finish
==> flow/config.mk <==
export PLATFORM = sky130hd
export DESIGN_NAME = waterfall_light
export DESIGN_NICKNAME = waterfall_light
export VERILOG_FILES = /design/flow/design.v
export SDC_FILE = /design/flow/constraint.sdc
export NUM_CORES = 4
export LEC_CHECK = 1
export CORE_UTILIZATION = 40
==> flow/constraint.sdc <==
current_design waterfall_light

set clk_period 5.7
set clk_io_pct 0.2

create_clock -name clk0 -period $clk_period [get_ports {clk}]

set non_clock_inputs [all_inputs -no_clocks]
set_input_delay [expr $clk_period * $clk_io_pct] -clock clk0 $non_clock_inputs
set_output_delay [expr $clk_period * $clk_io_pct] -clock clk0 [all_outputs]
==> flow_summary.rst <==
Run summary
-----------

.. list-table::
   :header-rows: 1

   * - Metric
     - Value
   * - Die x size
     - 72.4 um
   * - Period utilization
     - 46.7%
   * - Vert. Die Dim
     - 72.4 um
   * - Late-Pin Clk Latency
     - 0.30 ns
   * - Critical path's largest stage delay
     - 0.78 ns
   * - Maximum level of the CTS H-tree
     - 2
   * - Via Count
     - 1449
   * - Largest fanout on the critical path
     - 23
   * - Most common logic cells in the final layout
     - sky130_fd_sc_hd__dfxtp_1 (48), sky130_fd_sc_hd__nor3_1 (22), sky130_fd_sc_hd__clkdlybuf4s50_1 (17), sky130_fd_sc_hd__nand2b_1 (16), sky130_fd_sc_hd__mux2i_1 (16)
   * - Log Warnings
     - 26
   * - Main flop type
     - sky130_fd_sc_hd__dfxtp_1
   * - Largest buffer count on any clock path
     - 2
   * - Post-detailed-route wirelength per cell
     - 11.7 um
   * - Worst setup slack after placement
     - 2.69 ns
   * - Number of flops mapped to enable cells by yosys
     - 0
   * - Number of global-route vias before repair
     - 1363
   * - Category of the critical setup timing path
     - in -> reg
   * - Final hold slack
     - 0.494 ns
   * - Detailed Routing Iterations Pass 1
     - 4
   * - Initial standard-cell utilization of the core
     - 41.7%
   * - Clk sinks
     - 48
   * - Critical Path, Cell by Cell
     - clkdlybuf4s50_1, a2111o_1, nor3_1
   * - Post-layout instance count excluding filler cells
     - 294
   * - Cell total in the yosys stat output
     - 204
   * - Number of input and output port buffers inserted
     - 17
   * - Drt initial violations
     - 30
   * - Worst supply voltage drop on vdd
     - 0.000152 V
   * - DR vias/cell
     - 4.93
   * - Final estimated routing congestion in global placement
     - 0.798
   * - Most frequent logic cell in the layout
     - sky130_fd_sc_hd__dfxtp_1
   * - Yosys reg bits
     - 48
   * - Share of final-layout standard cells stronger than drive strength 1
     - 5.29%
   * - Antenna diode count
     - 0
   * - Comb power frac
     - 1.0%
   * - Hold-fix buffer count after cts
     - 0
   * - Number of nets with antenna violations after detailed routing
     - 0
   * - Share of total power consumed by net switching
     - 19.5%
   * - Detailed placement HPWL
     - 2320 um
   * - Buffers & Inverters on Critical Path
     - 1
   * - Kind of start point of the critical path
     - input port
   * - Maximum clock skew at final layout
     - 0.00279 ns
   * - CTS clock-pin slew for the worst setup and hold paths
     - 0.08 ns
   * - Synthesized netlist cell count
     - 204
   * - Sort of element at the end of the critical path
     - flip-flop
   * - Fraction of synthesis flops using an asynchronous set or reset pin
     - 0%
   * - Post-route setup slack
     - 3.04 ns
   * - CTS tree
     - yes
   * - Power share of the sequential group
     - 58.0%
   * - Unrepaired setup endpoints after global routing
     - no
   * - Clock network fraction of design power
     - 41.0%
   * - Count of buffers added by post-CTS timing repair for setup
     - 0
   * - Number of buffers added by the clock tree synthesis step
     - 5
   * - Switching power
     - 0.000114 W
   * - Sequential area share after synthesis
     - 48.5%
   * - Mean cell area of the mapped netlist
     - 9.71 um^2
   * - Core region area
     - 4750 um^2
   * - CP delay by family, top
     - AND-OR/OR-AND gates
   * - Outcome
     - finished, final reports clean
   * - Total instance count after detailed placement
     - 286
   * - Cell Int Power
     - 0.000471 W
   * - Clock Root Buffer
     - sky130_fd_sc_hd__clkbuf_8
   * - # IOs
     - 18
   * - Initial antenna violation count
     - 0
   * - Total overflow reported by the global router
     - 0
   * - Transition time at the pin with the least slew margin
     - 0.867 ns
   * - Area growth, synth to finish
     - 18.1%
   * - Cts repair resizes
     - 0
   * - Max Cap Viol
     - 0
   * - Leakage power of the design
     - 0.721 nW
   * - Max-slew headroom
     - 42.2%
   * - Warning count from the yosys run
     - 1
   * - Syn Std Cell Area
     - 1980 um^2
   * - Wire length of the first global-routing pass
     - 6250 um
   * - Placement Cell Area
     - 2230 um^2
   * - DRC violation count after routing
     - 0
   * - Data arrival time of the worst path
     - 2.88 ns
   * - Final wirelength
     - 3450 um
   * - Aggregate global-route resource usage
     - 15.2%
   * - Standard-cell row count
     - 25
   * - Distinct lib cells used
     - 34
   * - Maximum clock frequency
     - 376 MHz
   * - Critical path required time
     - 5.92 ns
   * - Setup TNS
     - 0 ns
   * - Fin. Hold Viols
     - 0
   * - Maximum number of pins on one net before global-route repair
     - 24
   * - Yosys-reported design area after synthesis
     - 1980 um^2
   * - Worst hold path type
     - reg -> reg
   * - Shortest clock period the worst path allows after layout
     - 2.66 ns
   * - Critical-path top delay cell
     - sky130_fd_sc_hd__a2111o_1
   * - Total non-filler cell area in the finished layout
     - 2340 um^2
   * - Power density normalized to cell area
     - 250 nW/um^2
   * - Total die size
     - 5240 um^2
   * - Slew Viols, Final
     - 0
   * - Endpoints failing setup
     - 0
==> power by group through the flow <==
| stage | clock, W | sequential, W | combinational, W |
|---|---|---|---|
| global route | 0.000267 | 0.000340 | 0.00000662 |
| CTS | 0.000247 | 0.000340 | 0.00000590 |
| finish | 0.000240 | 0.000339 | 0.00000581 |
==> synthesized netlist by cell type, drive strengths merged (6+ instances only) <==
master | n | area [um^2]
nand4 | 6 | 52.6
clkbuf | 7 | 26.3
nor4 | 6 | 37.5
nand2 | 8 | 30.0
xnor2 | 10 | 87.6
nor3 | 23 | 120
nand3 | 7 | 35.0
nor2 | 6 | 22.5
nand2b | 16 | 100
dfxtp | 48 | 961
a211oi | 7 | 52.6
mux2i | 16 | 160
==> stage by stage <==
step	power (W)	util [%]
floorplan	0.000352	-
global placement	0.000353	46.9
detailed placement	0.000353	46.9
CTS	0.000592	49.2
global route	0.000614	49.2
finish	0.000585	49.2
==> registers in the layout, summed over array words and instances, names as in the netlist <==
| register | flops |
|---|---|
| count | 32 |
| led | 16 |
==> path summary, 6_finish.rpt <==
| check | start | endpoint | slack, ns | depth (start not counted) |
|---|---|---|---|---|
| worst max-delay path | rst | count[6]$_SDFF_PP0_ | 3.04 | 3 |
| worst min-delay path | count[0]$_SDFF_PP0_ | count[0]$_SDFF_PP0_ | 0.49 | 1 |
| worst max register to register | count[2]$_SDFF_PP0_ | count[19]$_SDFF_PP0_ | 3.50 | 4 |
| worst min register to register | count[0]$_SDFF_PP0_ | count[0]$_SDFF_PP0_ | 0.49 | 1 |
==> metal layers <==
layer	wire length [um]	global-route usage (%)	part of all wire, %
met1	1800	23.3	52
met2	1480	22.9	43
met3	124	3.52	3.6
met4	48	2.40	1.4
met5	0	0	0
==> cell type report <==
cell class                      instances  area (um^2)
Clock buffer                            5         68.8
Clock inverter                          3         42.5
Fill cell                             446         2410
Inverter                                5         18.8
Multi-Input combinational cell        148          987
Sequential cell                        48          961
Tap cell                               67         83.8
Timing Repair Buffer                   18          178
==> cells by family (layout without fill, tap and decap cells) <==
kind of cell / after synthesis / in the layout / synth area share [%]
xor gates and xnor gates: 13 / 13 / 5.75
buffers and inverters: 16 / 31 / 3.16
adders and majority gates: 2 / 2 / 1.26
muxes: 16 / 16 / 8.09
and+or+nand+nor: 87 / 87 / 25.4
DFF: 48 / 48 / 48.5
other: 1 / 9 / 0.189
AOI/OAI and AO/OA: 21 / 21 / 7.64
Power figures rest on the tool's default switching activity, not on a simulated workload.
