**design/flow/run.sh**
```bash
#!/bin/bash
# OpenROAD 26Q1-2900-gdf79404cd8, Yosys 0.63+post, stock flow scripts
make -C /OpenROAD-flow-scripts/flow DESIGN_CONFIG=/design/flow/config.mk WORK_HOME=/design/flow/orfs finish
```
**design/flow/config.mk**
```make
export PLATFORM = sky130hd
export DESIGN_NAME = ysyx_25040105_IDU
export DESIGN_NICKNAME = ysyx_25040105_IDU
export VERILOG_FILES = /design/flow/design.v
export SDC_FILE = /design/flow/constraint.sdc
export NUM_CORES = 4
export LEC_CHECK = 1
export CORE_AREA = 10 10 88 88
export DIE_AREA = 0 0 98 98
```
**design/flow/constraint.sdc**
```tcl
current_design ysyx_25040105_IDU

set clk_period 5.3
set clk_io_pct 0.2

create_clock -name clk0 -period $clk_period

set non_clock_inputs [all_inputs -no_clocks]
set_input_delay [expr $clk_period * $clk_io_pct] -clock clk0 $non_clock_inputs
set_output_delay [expr $clk_period * $clk_io_pct] -clock clk0 [all_outputs]
```
**design/flow/design.v**
```verilog
module ysyx_25040105_IDU (
    input  [31:0]   inst    ,    
    output [4:0]    rs1     ,    
    output [4:0]    rs2     ,    
    output [4:0]    rd      ,    
    output [31:0]   imm     ,    
    output          reg_wen ,    
    output [7:0]    alu_op  ,    
    output          jump_en      
);
    localparam OPCODE_LOAD      = 7'b0000011;
    localparam OPCODE_OP_IMM    = 7'b0010011;
    localparam OPCODE_STORE     = 7'b0100011;
    localparam OPCODE_OP        = 7'b0110011;
    localparam OPCODE_BRANCH    = 7'b1100011;
    localparam OPCODE_JALR      = 7'b1100111;
    localparam OPCODE_JAL       = 7'b1101111;
    localparam OPCODE_AUIPC     = 7'b0010111;
    localparam OPCODE_LUI       = 7'b0110111;
    localparam OPCODE_SYSTEM    = 7'b1110011;
    localparam FUNCT3_ADD_SUB   = 3'b000;
    localparam FUNCT3_SLL       = 3'b001;
    localparam FUNCT3_SLT       = 3'b010;
    localparam FUNCT3_SLTU      = 3'b011;
    localparam FUNCT3_XOR       = 3'b100;
    localparam FUNCT3_SRL_SRA   = 3'b101;
    localparam FUNCT3_OR        = 3'b110;
    localparam FUNCT3_AND       = 3'b111;
    localparam FUNCT3_BEQ       = 3'b000;
    localparam FUNCT3_BNE       = 3'b001;
    localparam FUNCT3_BLT       = 3'b100;
    localparam FUNCT3_BGE       = 3'b101;
    localparam FUNCT3_BLTU      = 3'b110;
    localparam FUNCT3_BGEU      = 3'b111;
    localparam FUNCT3_LB        = 3'b000;
    localparam FUNCT3_LH        = 3'b001;
    localparam FUNCT3_LW        = 3'b010;
    localparam FUNCT3_LBU       = 3'b100;
    localparam FUNCT3_LHU       = 3'b101;
    localparam FUNCT3_SB        = 3'b000;
    localparam FUNCT3_SH        = 3'b001;
    localparam FUNCT3_SW        = 3'b010;
    localparam ALU_ADD   = 8'h00;
    localparam ALU_SUB   = 8'h01;
    localparam ALU_XOR   = 8'h02;
    localparam ALU_OR    = 8'h03;
    localparam ALU_AND   = 8'h04;
    localparam ALU_ADDI  = 8'h05;
    localparam ALU_XORI  = 8'h06;
    localparam ALU_ORI   = 8'h07;
    localparam ALU_ANDI  = 8'h08;
    localparam ALU_SLL   = 8'h09;
    localparam ALU_SRL   = 8'h0A;
    localparam ALU_SRA   = 8'h0B;
    localparam ALU_SLLI  = 8'h0C;
    localparam ALU_SRLI  = 8'h0D;
    localparam ALU_SRAI  = 8'h0E;
    localparam ALU_SLT   = 8'h0F;
    localparam ALU_SLTU  = 8'h10;
    localparam ALU_SLTI  = 8'h11;
    localparam ALU_SLTIU = 8'h12;
    localparam ALU_LUI   = 8'h13;
    localparam ALU_AUIPC = 8'h14;
    localparam ALU_JAL   = 8'h15;
    localparam ALU_JALR  = 8'h16;
    localparam ALU_BEQ   = 8'h17;
    localparam ALU_BNE   = 8'h18;
    localparam ALU_BLT   = 8'h19;
    localparam ALU_BGE   = 8'h1A;
    localparam ALU_BLTU  = 8'h1B;
    localparam ALU_BGEU  = 8'h1C;
    localparam ALU_LB    = 8'h1D;
    localparam ALU_LH    = 8'h1E;
    localparam ALU_LW    = 8'h1F;
    localparam ALU_LBU   = 8'h20;
    localparam ALU_LHU   = 8'h21;
    localparam ALU_SB    = 8'h22;
    localparam ALU_SH    = 8'h23;
    localparam ALU_SW    = 8'h24;
    localparam ALU_ECALL  = 8'h25;
    localparam ALU_EBREAK = 8'h26;
    wire [6:0] opcode = inst[6:0];
    wire [2:0] funct3 = inst[14:12];
    wire [6:0] funct7 = inst[31:25];
    assign rs1 = inst[19:15];
    assign rs2 = inst[24:20];
    assign rd  = inst[11:7];
    reg [31:0] imm_reg;
    always @(*) begin
        case (opcode)
            OPCODE_OP_IMM,
            OPCODE_LOAD,
            OPCODE_JALR:
                imm_reg = {{20{inst[31]}}, inst[31:20]};  
            OPCODE_STORE:
                imm_reg = {{20{inst[31]}}, inst[31:25], inst[11:7]};  
            OPCODE_BRANCH:
                imm_reg = {{19{inst[31]}}, inst[31], inst[7], inst[30:25], inst[11:8], 1'b0};  
            OPCODE_JAL:
                imm_reg = {{11{inst[31]}}, inst[31], inst[19:12], inst[20], inst[30:21], 1'b0};  
            OPCODE_LUI,
            OPCODE_AUIPC:
                imm_reg = {inst[31:12], 12'b0};  
            default:
                imm_reg = 32'b0;
        endcase
    end
    reg [7:0] alu_op_reg;
    reg reg_wen_reg;
    assign jump_en = (opcode == OPCODE_JAL || 
                      opcode == OPCODE_JALR ||
                      opcode == OPCODE_BRANCH);
    always @(*) begin
        alu_op_reg  = 8'h0;
        reg_wen_reg = 1'b0;
        case (opcode)
            OPCODE_OP: begin
                reg_wen_reg = 1'b1;
                case (funct3)
                    FUNCT3_ADD_SUB: alu_op_reg = (funct7[5]) ? ALU_SUB : ALU_ADD;
                    FUNCT3_SLL:     alu_op_reg = ALU_SLL;
                    FUNCT3_SLT:     alu_op_reg = ALU_SLT;
                    FUNCT3_SLTU:    alu_op_reg = ALU_SLTU;
                    FUNCT3_XOR:     alu_op_reg = ALU_XOR;
                    FUNCT3_SRL_SRA: alu_op_reg = (funct7[5]) ? ALU_SRA : ALU_SRL;
                    FUNCT3_OR:      alu_op_reg = ALU_OR;
                    FUNCT3_AND:     alu_op_reg = ALU_AND;
                    default:        alu_op_reg = 8'hx;
                endcase
            end
            OPCODE_OP_IMM: begin
                reg_wen_reg = 1'b1;
                case (funct3)
                    FUNCT3_ADD_SUB: alu_op_reg = ALU_ADDI;
                    FUNCT3_SLL:     alu_op_reg = ALU_SLLI;
                    FUNCT3_SLT:     alu_op_reg = ALU_SLTI;
                    FUNCT3_SLTU:    alu_op_reg = ALU_SLTIU;
                    FUNCT3_XOR:     alu_op_reg = ALU_XORI;
                    FUNCT3_SRL_SRA: alu_op_reg = (funct7[5]) ? ALU_SRAI : ALU_SRLI;
                    FUNCT3_OR:      alu_op_reg = ALU_ORI;
                    FUNCT3_AND:     alu_op_reg = ALU_ANDI;
                    default:        alu_op_reg = 8'hx;
                endcase
            end
            OPCODE_LOAD: begin
                reg_wen_reg = 1'b1;
                case (funct3)
                    FUNCT3_LB:  alu_op_reg = ALU_LB;
                    FUNCT3_LH:  alu_op_reg = ALU_LH;
                    FUNCT3_LW:  alu_op_reg = ALU_LW;
                    FUNCT3_LBU: alu_op_reg = ALU_LBU;
                    FUNCT3_LHU: alu_op_reg = ALU_LHU;
                    default:    alu_op_reg = 8'hx;
                endcase
            end
            OPCODE_STORE: begin
                reg_wen_reg = 1'b0;
                case (funct3)
                    FUNCT3_SB: alu_op_reg = ALU_SB;
                    FUNCT3_SH: alu_op_reg = ALU_SH;
                    FUNCT3_SW: alu_op_reg = ALU_SW;
                    default:   alu_op_reg = 8'hx;
                endcase
            end
            OPCODE_BRANCH: begin
                reg_wen_reg = 1'b0;
                case (funct3)
                    FUNCT3_BEQ:  alu_op_reg = ALU_BEQ;
                    FUNCT3_BNE:  alu_op_reg = ALU_BNE;
                    FUNCT3_BLT:  alu_op_reg = ALU_BLT;
                    FUNCT3_BGE:  alu_op_reg = ALU_BGE;
                    FUNCT3_BLTU: alu_op_reg = ALU_BLTU;
                    FUNCT3_BGEU: alu_op_reg = ALU_BGEU;
                    default:     alu_op_reg = 8'hx;
                endcase
            end
            OPCODE_JAL: begin
                reg_wen_reg = 1'b1;
                alu_op_reg  = ALU_JAL;
            end
            OPCODE_JALR: begin
                reg_wen_reg = 1'b1;
                alu_op_reg  = ALU_JALR;
            end
            OPCODE_LUI: begin
                reg_wen_reg = 1'b1;
                alu_op_reg  = ALU_LUI;
            end
            OPCODE_AUIPC: begin
                reg_wen_reg = 1'b1;
                alu_op_reg  = ALU_AUIPC;
            end
            OPCODE_SYSTEM: begin
                case (inst[31:20])  
                    12'h000: begin alu_op_reg = ALU_ECALL;  reg_wen_reg = 1'b0; end
                    12'h001: begin alu_op_reg = ALU_EBREAK; reg_wen_reg = 1'b0; end
                    default: alu_op_reg = 8'hx;
                endcase
            end
            default: begin
                alu_op_reg  = 8'hx;
                reg_wen_reg = 1'b0;
            end
        endcase
    end
    assign imm     = imm_reg;
    assign alu_op  = alu_op_reg;
    assign reg_wen = reg_wen_reg;
endmodule
```
==> summary.txt <==
Notes on the physical implementation.

- The flow ran to the end, and the final reports show no timing, DRC or antenna violations.
- The final layout reports a setup TNS of 0 ps.
- The largest area contributor in the netlist is sky130_fd_sc_hd__buf_4, for reference.
- According to the floorplan report, the total die area is 9600 um^2.
- The violation tally recorded at the end of detailed-routing iteration 0 is 177.
- A synthesized cell averages between 6 and 7 um^2.
- The placeable core area is a little under 6000 um^2, for reference.
- For this run, the share of the core covered by cells in the final layout is 33.9%.
- TritonRoute output was used to compute an average wire per cell of 16.3 um.
- The worst path uses between 80% and 90% of the clock period.
- The number of gates resized after CTS is 0, for reference.
- The critical path in this run is classified as in2out.
- The fraction of final layout cells sized beyond drive strength 1 is 6.30%, for reference.
- The synthesis run shows the most used standard cells to be sky130_fd_sc_hd__nand2_1 (23), sky130_fd_sc_hd__buf_4 (19), sky130_fd_sc_hd__nor2_1 (16), sky130_fd_sc_hd__a21oi_1 (14), sky130_fd_sc_hd__a21o_1 (12).
- The count of endpoints failing setup in the final report is 0, for reference.
- The register area is 0 um^2, for reference.
- The quantity of hold-fixing buffers added after cts is 0, for reference.
- The number of sequential cells is 0, for reference.
- The placement report lists the number of port buffers as slightly below 90.
- Setup repair after global routing left no endpoint under its margin.
- Per the run summary, max-cap violations total 0.
- Summing every instance area after synthesis gives 1210 um^2.
- Compared with the post-synthesis result, the final layout area differs by 66.5%.
- In this run the worst path has a maximum fanout of 22.
- The cell count after synthesis came out at 191.
- The initial antenna violation count is 0, for reference.
- The detailed router reported a total wirelength of approximately 5.4 mm.
- The first global-routing pass estimated 8.65 mm of wire.
- The synthesized netlist has a Yosys-reported chip area of 1210 um^2.
- The number of inserted diodes is 0, for reference.
- The via count of the first global-routing pass is 1607.
- The clock buffers instantiated in the layout total 0.
- The horizontal die dimension reported for this design is between 90 and 100 um.
- The cell count listed in synth_stat.txt is around 190, for reference.
- The required time of the critical path is between 4000 and 5000 ps, for reference.
- The main area contributors are sky130_fd_sc_hd__buf_4 (12%), sky130_fd_sc_hd__a21o_1 (7.5%), sky130_fd_sc_hd__nand2_1 (7.2%).
- The number of warnings reported in the stage logs is 32.
- The worst setup path is captured at an output pin.
- The number of library cell types mapped by synthesis is 54, for reference.
- The initial utilization of the core area, before any placement, comes to 20.4%.
- The routed via count is 1583, for reference.
- The peak supply drop is 0.0197 mV, for reference.
- The yosys synthesis warning count is 1, for reference.
- After global routing the overflow that remains totals 0.
- The area share of the leading cell type in the synthesized netlist is 11.8%, for reference.
- The number of design rule violations left after detail routing is 0, for reference.
- The total routing resource utilization after global routing is 10.5%, for reference.
- The I/O pin count is 89, for reference.
- The routed design shows a via density per instance of 4.81.
- The smallest clock period supported by the final layout is computed as 4660 ps.
- The transition at the pin with the smallest max-transition slack is between 600 and 700 ps, for reference.
- The HPWL after detailed placement is 4.42 mm, for reference.
- The worst setup path is launched from an input pin.
- STA reports the tightest min-delay check as being of type in2out.
- The length of the first detailed-routing pass in iterations is 4, for reference.
- The detail route stage leaves a number of antenna-violating nets equal to 0.
- Per the repair_timing log after CTS, setup buffers inserted total 0.
- The number of hold-slack violations in the final timing report is 0, for reference.
- The final timing report lists a max-slew violation count of 0.
- In the Yosys report, the sequential cells make up 0% of the chip area.
- The weighted congestion at the end of routability-driven global placement is 0.996, for reference.
- The count of standard-cell rows is 28, for reference.
- The report lists the power per cell area as 56.3 nW/um^2.
- The chip height is 98 um, for reference.
- Data arrives at the worst endpoint at 3600 ps.
- Derived from the worst setup path, the maximum achievable clock frequency is 215 MHz.
- The most frequent cell after synthesis is sky130_fd_sc_hd__nand2_1, for reference.
- Entering global routing, the biggest net connects 23 pins.
- In this run the tightest slew margin relative to its limit is 55.1%.
- The leakage dissipation is between 0.8 and 0.9 nW, for reference.
[metal layers]
| layer | routed length [um] | GRT usage [%] | vias to the layer above | share of wire (%) |
|---|---|---|---|---|
| met1 | 2160 | 13.6 | 704 | 40 |
| met2 | 2740 | 18.1 | 64 | 51 |
| met5 | 0 | 0 | - | 0 |
| li1 | - | - | 811 | - |
| met3 | 419 | 2.35 | 4 | 7.8 |
| met4 | 51 | 0.447 | 0 | 0.95 |
[final timing paths]
path	startpoint	to	slack [ps]	depth (start not counted)
worst min-delay path	inst[16]	rs1[1]	2950	2
worst max-delay path	inst[4]	imm[13]	640	7
[power breakdown]
group / switching (mW) / total [mW] / internal [mW] / leakage, nW
sequential: 0 / 0 / 0 / 0
combinational: 0.0473 / 0.113 / 0.0658 / 0.830
clock: 0 / 0 / 0 / 0
total: 0.0473 / 0.113 / 0.0658 / 0.830
[final cells by class]
cell class,count,area [um^2]
Multi-Input combinational cell,154,968
Timing Repair Buffer,94,923
Fill cell,622,3910
Inverter,6,22.5
Tap cell,75,93.8
[critical path, stage by stage]
cell,delay [ps]
sky130_fd_sc_hd__clkdlybuf4s50_1,760
sky130_fd_sc_hd__nand4b_2,450
sky130_fd_sc_hd__nor2_1,270
sky130_fd_sc_hd__a21o_1,330
sky130_fd_sc_hd__nand2_1,120
sky130_fd_sc_hd__nand2_1,110
sky130_fd_sc_hd__clkdlybuf4s50_1,500
[cell families (layout without fill, tap and decap cells)]
logic type      Yosys count  after routing  synth area share [%]
compound gates           68             68                  40.0
buf+inv                  38            100                  20.5
other cells               1              2                 0.311
simple gates             84             84                  39.1
[metrics by stage]
| stage | setup slack (ps) | hold slack, ps | instances | power (mW) | cell area, um^2 |
|---|---|---|---|---|---|
| 2_1_floorplan | 2180 | 2180 | 192 | 0.0529 | 1210 |
| 4_1_cts | 641 | 2970 | 329 | 0.115 | 2010 |
| 5_1_grt | 415 | 2970 | 329 | 0.125 | 2010 |
| 6_report | 642 | 2950 | 329 | 0.113 | 2010 |
| 3_3_place_gp | 695 | 2960 | 329 | 0.115 | 2010 |
| 3_5_place_dp | 652 | 2960 | 329 | 0.114 | 2010 |
[layout by cell type, fill, tap and decap left out, types with 3 or more instances in the layout]
| cell type | synthesis | layout |
|---|---|---|
| sky130_fd_sc_hd__nand2_1 | 23 | 23 |
| sky130_fd_sc_hd__nor2_1 | 16 | 16 |
| sky130_fd_sc_hd__nand3_1 | 4 | 4 |
| sky130_fd_sc_hd__nand2b_1 | 7 | 7 |
| sky130_fd_sc_hd__nor4_1 | 5 | 4 |
| sky130_fd_sc_hd__inv_1 | 5 | 5 |
| sky130_fd_sc_hd__a22o_1 | 5 | 5 |
| sky130_fd_sc_hd__a21oi_1 | 14 | 14 |
| sky130_fd_sc_hd__o22ai_1 | 3 | 3 |
| sky130_fd_sc_hd__buf_4 | 19 | 7 |
| sky130_fd_sc_hd__o21ai_0 | 9 | 9 |
| sky130_fd_sc_hd__nor2b_1 | 10 | 10 |
| sky130_fd_sc_hd__a21o_1 | 12 | 12 |
| sky130_fd_sc_hd__clkdlybuf4s50_1 | 0 | 87 |
Power is estimated from default activity; no workload was simulated.
